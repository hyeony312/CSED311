==> /design/flow/design.v <==
module check_time_and_coin(i_input_coin,i_select_item,o_available_item,clk,reset_n,wait_time);
	input clk;
	input reset_n;
	input [3-1:0] i_input_coin;
	input [4-1:0]	i_select_item;
	input [4-1:0] o_available_item;
	output reg [31:0] wait_time;
	reg [31:0] wait_time_nxt;
	initial begin
		wait_time = 10;
	end
	always @(*) begin
		if(i_input_coin[0]==1) begin
			wait_time_nxt = 10;
		end
		else if(i_input_coin[1]==1) begin
			wait_time_nxt = 10;
		end
		else if(i_input_coin[2]==1) begin
			wait_time_nxt = 10;
		end
		else if(i_select_item[0]==1 && o_available_item[0]==1) begin
				wait_time_nxt = 10;
		end
		else if(i_select_item[1]==1 && o_available_item[1]==1) begin
				wait_time_nxt = 10;
		end
		else if(i_select_item[2]==1 && o_available_item[2]==1) begin
				wait_time_nxt = 10;
		end
		else if(i_select_item[3]==1 && o_available_item[3]==1) begin
				wait_time_nxt = 10;
		end
		else begin
			wait_time_nxt = wait_time-1;
		end
	end
	always @(posedge clk ) begin
		if (!reset_n) begin
			wait_time <= 10;
		end
		else begin
			wait_time <= wait_time_nxt;
		end
	end
endmodule 
==> /design/flow/run.sh <==
#!/bin/bash
# OpenROAD 26Q1-2900-gdf79404cd8, Yosys 0.63+post, stock flow scripts
make -C /OpenROAD-flow-scripts/flow DESIGN_CONFIG=/design/flow/config.mk WORK_HOME=/design/flow/orfs finish
==> /design/flow/config.mk <==
export PLATFORM = sky130hd
export DESIGN_NAME = check_time_and_coin
export DESIGN_NICKNAME = check_time_and_coin
export VERILOG_FILES = /design/flow/design.v
export SDC_FILE = /design/flow/constraint.sdc
export NUM_CORES = 4
export LEC_CHECK = 1
export CORE_AREA = 10 10 106 106
export DIE_AREA = 0 0 116 116
==> /design/flow/constraint.sdc <==
current_design check_time_and_coin

set clk_period 5.6
set clk_io_pct 0.2

create_clock -name clk0 -period $clk_period [get_ports {clk}]

set non_clock_inputs [all_inputs -no_clocks]
set_input_delay [expr $clk_period * $clk_io_pct] -clock clk0 $non_clock_inputs
set_output_delay [expr $clk_period * $clk_io_pct] -clock clk0 [all_outputs]
==> Implementation_results.wiki <==
== Metrics ==
{| class="wikitable"
! Metric !! Value
|-
| Standby leakage power || 0.7080 nW
|-
| Number of buffers inserted by post-CTS setup repair || 0
|-
| Setup_tns || 0 ns
|-
| Effective utilization at floorplan || 16.67%
|-
| Number of clock buffers inserted by TritonCTS || 5
|-
| Area leader share || 43.43%
|-
| Post-synthesis instance area || 1475 um^2
|-
| Result of the run || complete, no violations
|-
| Share of the yosys chip area belonging to registers || 43.43%
|-
| Number of inserted filler cells in the final layout || 941
|-
| Via density per instance || 4.304
|-
| First-iteration detailed-routing DRC count || 54
|-
| Biggest area consumer among synthesized cells || sky130_fd_sc_hd__dfxtp_1
|-
| Worst-Skew Late Latency || 0.28 ns
|-
| PwrDens || 196.8 nW/um^2
|-
| Die H || 116 um
|-
| Cycle use final || 52.64%
|-
| Stage delay of the slowest cell on the critical path || 0.53 ns
|-
| Highest clock frequency the design can meet || 0.3392 GHz
|-
| Clock slew seen by the registers of the worst setup and hold paths || 0.07 ns
|-
| Biggest fanout along the worst timing path || 27
|-
| Worst path arrival time || 3.17 ns
|-
| Post-route ant nets || 0
|-
| Worst min-delay path class || reg2reg
|-
| Most area-consuming cells after synthesis || sky130_fd_sc_hd__dfxtp_1 (43%), sky130_fd_sc_hd__or4_1 (5.1%), sky130_fd_sc_hd__xor2_1 (4.7%), sky130_fd_sc_hd__or3_1 (4.7%), sky130_fd_sc_hd__nor2_1 (4.6%)
|-
| Minimum clock period || 2.948 ns
|-
| WL final || 4.190 mm
|-
| Top logic cells by instance count in the layout || sky130_fd_sc_hd__clkdlybuf4s50_1 (44), sky130_fd_sc_hd__dfxtp_1 (32), sky130_fd_sc_hd__nor2_1 (18), sky130_fd_sc_hd__a21oi_1 (12), sky130_fd_sc_hd__or3_1 (11)
|-
| Antenna violations before repair || 0
|-
| WL per Instance || 12.85 um
|-
| Total vias in the final route || 1403
|-
| Layout area overhead || 45.46%
|-
| Total number of warnings across the stage logs || 25
|-
| Count of boundary I/O pins || 45
|-
| Yosys stat cell total || 168
|-
| Global router's overall resource usage || 6.142%
|-
| Most used logic cell in the final layout || sky130_fd_sc_hd__clkdlybuf4s50_1
|-
| Post-detail-place hpwl || 3.208 mm
|-
| Kind of end point of the critical path || flop
|-
| Reg area || 640.6 um^2
|-
| Synthesized instance count || 168
|-
| RSZ-0062 raised after global routing || no
|-
| Area reported by Yosys stat || 1475 um^2
|-
| Required time worst endpoint || 5.83 ns
|-
| Most flops, register || wait_time
|-
| Sink count of the clock tree || 32
|-
| Post-synthesis area per instance || 8.781 um^2
|-
| Overflow left after global routing || 0
|-
| Core box area || 8848 um^2
|-
| Total setup violations reported at the end of the flow || 0
|-
| Htree depth || 2
|-
| Chip area || 13460 um^2
|-
| Wire length of the first global-routing pass || 6.617 mm
|-
| Vias in the first global route || 1315
|-
| Maximum count of clock buffers along a single path || 2
|-
| Worst-margin pin slew || 0.7924 ns
|-
| Share of cells above drive strength 1 || 5.963%
|-
| Biggest registers after layout || wait_time (32)
|-
| Cell variety after synth || 34
|-
| Post-place setup slack || 2.357 ns
|-
| Final core utilization || 24.25%
|-
| Overall power of the completed layout || 422.2 uW
|-
| Area taken by multi-input logic gates || 802.0 um^2
|-
| Number of maximum-capacitance constraint violations || 0
|-
| Summed area of non-filler cells in the final layout || 2146 um^2
|-
| Floorplan row count || 34
|-
| Maximum resistive drop on vdd || 0.07610 mV
|-
| Residual DRC || 0
|-
| Number of pins with negative max-slew slack in the final report || 0
|-
| Area post-placement || 2056 um^2
|-
| Number of detailed-routing iterations run before antenna repair || 4
|-
| Critical Path Source Type || input pin
|-
| Hold bufs inserted after CTS || 0
|-
| Root buffer cell || sky130_fd_sc_hd__clkbuf_8
|-
| Antenna diode instance count || 0
|-
| Post-synthesis sequential element count || 32
|-
| Class of the most critical setup path || in2reg
|-
| Post-cts repair resize count || 0
|-
| Worst-case register-to-register setup slack || 3.11 ns
|-
| TritonCTS clock tree || done
|-
| Count of port buffers added during placement || 44
|-
| Final Hold Violation Tally || 0
|-
| Maximum number of pins on one net before global-route repair || 28
|-
| Routability-driven placement congestion ratio || 0.7943
|-
| Flip-flop count of the largest register, all copies and words added || 32
|-
| Clock skew || 0.003301 ns
|-
| Cell at the slowest stage of the critical path || sky130_fd_sc_hd__or4b_1
|-
| Fin worst setup slack || 2.652 ns
|-
| Rel. slew slack || 46.69%
|-
| Crit path cell chain || clkdlybuf4s50_1 -> or4b_1 -> or3_1 -> buf_4 -> or4_1 -> nand2_1
|-
| Yosys warning total || 1
|-
| Overall die width || 116 um
|}
==> power breakdown <==
group | switching, mW | internal [mW] | leakage (nW)
clock network | 0.0813 | 0.100 | 0.0455
registers | 0.000226 | 0.228 | 0.258
logic | 0.00334 | 0.00943 | 0.405
==> routing by layer <==
| metal | GRT usage (%) | up-vias | routed length (um) |
|---|---|---|---|
| met5 | 0 | - | 0 |
| met4 | 0.6672 | 0 | 46 |
| met1 | 7.620 | 648 | 1928 |
| met2 | 10.39 | 23 | 1969 |
| li1 | - | 727 | - |
| met3 | 2.198 | 5 | 244 |
==> through the flow <==
stage          std cells  hold WS (ns)
2_1_floorplan        168        0.4138
3_3_place_gp         318        0.4535
3_5_place_dp         318        0.4598
4_1_cts              326        0.4725
5_1_grt              326        0.5205
6_report             326        0.4757
==> final cells by class <==
| class | instances | share of cell area [%] |
|---|---|---|
| clock buffers | 8 | 4.198 |
| inverters | 2 | 0.3499 |
| multi-input cells | 128 | 37.38 |
| flip-flops and latches | 32 | 29.85 |
| well taps | 108 | 6.297 |
| repair buffers | 48 | 21.92 |
==> Yosys cell counts, drive strengths merged <==
cell type  count
nand4b         2
o21a           2
nor4           9
dfxtp         32
o211ai         1
or4           11
ha             1
nand2          9
or3           11
a22o           2
and4           1
and3b          1
a22oi          1
nand4          5
clkbuf         5
nand2b         2
inv            2
xnor2          5
mux2i          2
nor2b          1
o31ai          6
or2            1
o21ai          6
nor2          18
nor3           6
buf            1
a21oi         12
nor3b          1
or4b           1
xor2           8
nand3          3
==> kinds of logic after synthesis <==
logic type	share of synthesized area [%]
buffers and inverters	2.204
AND-OR/OR-AND	12.38
flip-flops	43.43
multiplexers	1.357
adder cells (fa/ha/maj)	0.8480
XOR/XNOR	7.718
AND/OR/NAND/NOR	32.06
==> critical path: cells and delay by family <==
kind	cells	cell delay (ns)
buffers and inverters	2	0.62
and+or+nand+nor	4	1.43
==> worst paths after layout <==
check | from | end | cells after the start
max | i_input_coin[0] | wait_time[20] | 6
min | wait_time[31] | wait_time[31] | 2
max reg2reg | wait_time[7] | wait_time[17] | 4
min reg2reg | wait_time[31] | wait_time[31] | 2
Power figures rest on the tool's default switching activity, not on a simulated workload.
