<file path="constraint.sdc">
current_design immediate_generator

set clk_period 4.4
set clk_io_pct 0.2

create_clock -name clk0 -period $clk_period

set non_clock_inputs [all_inputs -no_clocks]
set_input_delay [expr $clk_period * $clk_io_pct] -clock clk0 $non_clock_inputs
set_output_delay [expr $clk_period * $clk_io_pct] -clock clk0 [all_outputs]
</file>
<file path="run.sh">
#!/bin/bash
# OpenROAD 26Q1-2900-gdf79404cd8, Yosys 0.63+post, stock flow scripts
make -C /OpenROAD-flow-scripts/flow DESIGN_CONFIG=/design/flow/config.mk WORK_HOME=/design/flow/orfs finish
</file>
<file path="design.v">
  module immediate_generator(
        input [31:0] instr,
        output reg [31:0] imm_gen_out
    );
    reg [6:0] opcode;
    always @(*) begin
        opcode = instr[6:0];
        if (opcode == 7'b0010011 || opcode == 7'b0000011 || opcode == 7'b1100111) begin
            imm_gen_out = { {20{instr[31]}}, instr[31:20] };
        end else if (opcode == 7'b0100011) begin
            imm_gen_out = { {20{instr[31]}} , instr[31:25] , instr[11:7] };
        end else if (opcode == 7'b1100011) begin
            imm_gen_out = { {19{instr[31]}}, instr[31], instr[7], instr[30:25], instr[11:8], 1'b0 };
        end else if (opcode == 7'b1101111) begin
            imm_gen_out = { {11{instr[31]}}, instr[31], instr[19:12], instr[20], instr[30:21], 1'b0 };
        end
        else begin
            imm_gen_out = 32'b0;
        end
    end
  endmodule
</file>
<file path="config.mk">
export PLATFORM = sky130hd
export DESIGN_NAME = immediate_generator
export DESIGN_NICKNAME = immediate_generator
export VERILOG_FILES = /design/flow/design.v
export SDC_FILE = /design/flow/constraint.sdc
export NUM_CORES = 4
export LEC_CHECK = 1
export CORE_AREA = 10 10 70 70
export DIE_AREA = 0 0 80 80
</file>
==> impl_metrics.toml <==
# physical design summary
[global_routing]
use_met3_pct = 3.41
grt-ovfl-total = 0
grt_pass1_vias = 621
antenna_found_initial = 0
grtUsageMet1_pct = 6.20
grt_start_max_net_pins = 13
grt_pass1_wl_mm = 3.08
met2_usage_pct = 10.3
grt_util_all_layers_pct = 5.82
grt-busiest-layer = "met2"

[routing]
wl_per_cell_um = 13.3
drc_errors = 0
detail-route-antenna-nets = 0
antenna-diode-count = 0
drt_first_pass_iters = 2
totalWireLength_mm = 2.07
drt_first_iter_violations = 5
vias_per_cell = 3.84
dr_total_vias = 595

[timing]
finalCriticalPeriod_ns = 4.04
slew_viol_final = 0
relSlewSlack_pct = 67.0
period_used_pct = 91.9
setup_viol = 0
tns_ns = 0
tightestPinTransition_ns = 0.493
hold_viol_final = 0
max_clock_freq_mhz = 247
rsz0062_at_grt = "false"
hold_ws_ns = 2.69

[worst_setup_path]
crit_required_ns = 3.52
critical-path-top-delay-family = "buffers and inverters"
slowest_stage = "or4_1"
path_buffers = 2
worstSetupStartpointType = "primary input"
endpoint_kind = "output pin"
slowest_delay_ns = 0.57
path_cells = "clkdlybuf4s50_1, or4_1, or2_1, a21boi_2, clkdlybuf4s50_1"
crit_fanout = 12
cp.arrival_ns = 3.16
cpMostUsedCell = "clkdlybuf4s50_1"
criticalPathCategory = "primary input to output pin"

[min_path]
hold_path.class = "primary input to output pin"

[final_layout]
seq_area_sq_um = 0
nClkBuffers = 0
flops = 0
synthToLayoutAreaGrowth_pct = 131
drive_above_1_share_pct = 13.8
instances_no_fill = 155
nFillCells = 370

[synthesis]
synth_cell_types = 22
synthCells = 57
yosysTopAreaCell = "buf_4"
synth_area_per_cell_sq_um = 8.03
syn_area_sq_um = 458
yosysSeqAreaShare_pct = 0
netlist_top_cells_count = "11 x buf_4, 7 x a21boi_2, 7 x a21o_1"
synth_top_area_share_pct = 18.0
yosys_warnings = 1
yosys_area_sq_um = 458
yosys_cells = 57
topCellsByArea = "buf_4 18%, a21boi_2 17%, a21o_1 11%"
most_common_cell = "buf_4"

[die]
fp_util_pct = 13.4
die_y_um = 80
io-pin-count = 64
die_area_sq_um = 6400
die_x_um = 80
coreArea_sq_um = 3420
placementRows = 21

[power_and_ir_drop]
p_sw_share_pct = 27.0
ir_drop_uv = 27.0
p_int_mw = 0.0387
p_leak_nw = 0.405
power.share.clock_pct = 0
switchingPower_mw = 0.0143
powerDensity_nw_per_um2 = 50.1
combPwrFrac_pct = 100.0
seq_power_share_pct = 0

[flow_run]
cap_violations = 0
warnings = 32

[placed_design]
dp_hpwl_mm = 1.93
place_inst = 155
port_buffers = 64
gp_congestion = 0.845

[status]
status = "complete, no violations"

[clock_network]
ctsResizeCount = 0
cts_hold_buf = 0
post_cts_buffers = 0
==> cell type report <==
| type | count | area [sq um] | share of cell area, % |
|---|---|---|---|
| Multi-Input combinational cell | 44 | 353 | 33.3 |
| Timing Repair Buffer | 65 | 648 | 61.2 |
| Tap cell | 46 | 57.6 | 5.44 |
==> metal layers <==
layer  wire [um]  vias up  share of wire, %
met5           0        -                 0
met4           0        0                 0
met2        1010       34                49
met3         341        0                16
met1         722      250                35
li1            -      311                 -
==> power groups by stage <==
stage | clock (mW) | sequential, mW | combinational, mW
CTS | 0 | 0 | 0.0539
global route | 0 | 0 | 0.0573
finish | 0 | 0 | 0.0531
==> stage by stage <==
stage | area, sq um | power, mW | setup slack, ns | utilization [%]
after floorplan | 458 | 0.0151 | 1.19 | -
after global placement | 1060 | 0.0533 | 0.400 | 31.0
after detailed placement | 1060 | 0.0536 | 0.321 | 31.0
after CTS | 1060 | 0.0539 | 0.322 | 31.0
after global routing | 1060 | 0.0573 | 0.192 | 31.0
final | 1060 | 0.0531 | 0.358 | 31.0
==> worst paths after layout <==
| path | start | endpoint | cells past startpoint | slack (ns) |
|---|---|---|---|---|
| worst min-delay path | instr[27] | imm_gen_out[7] | 3 | 2.69 |
| worst max-delay path | instr[6] | imm_gen_out[25] | 5 | 0.36 |
==> logic make-up (layout without fill, tap and decap cells) <==
logic type / after synthesis / after routing / share of synthesized area, %
buffers and inverters: 13 / 65 / 23.0
and+or+nand+nor: 17 / 17 / 20.5
AOI/OAI and AO/OA: 27 / 27 / 56.6
==> cells in the final DEF (no fill, tap or decap), drive strengths merged <==
master / n
a22o: 4
o21ai: 1
or4: 1
or2: 3
buf: 1
a21o: 9
nor3: 1
a211o: 1
and2b: 1
a32o: 1
nor2: 3
a21bo: 1
nand3: 2
nand4b: 2
nand2: 4
a21boi: 7
clkdlybuf4s50: 64
a21oi: 1
a2111oi: 2
Power and IR drop assume default switching activity.
