==> design.v <==
module control_unit( input [6:0]opcode,
                     input clk,
                     output reg mem_read,
                     output reg mem_to_reg,
                     output reg mem_write,
                     output reg pc_source,
                     output reg pc_branch,
                     output reg pc_write,
                     output reg alu_src_a,
                     output reg [1:0]alu_src_b,
                     output reg reg_write,
                     output reg iord,     
                     output reg irwrite,
                     output reg alu_pc,
                     output reg is_ecall                                   
                     );
  reg [2:0]curr_stage;
  reg [2:0]next_stage;
  initial begin
    curr_stage = 0;
    next_stage =0;
  end
  always @(*) begin
     alu_pc = 0;
     mem_read =0;
     mem_to_reg =0;
     mem_write =0;
     pc_source =0;
     pc_branch =0;
     pc_write =0;
     alu_src_a =0;
     alu_src_b =0;
     reg_write =0;
     iord =0;
     irwrite =0;
     is_ecall =0;
    if(opcode == 7'b0110011) begin  
      case(curr_stage) 
        3'b000 : begin
          next_stage = 1;
          mem_read =1;
          irwrite =1;
        end
        3'b001 : begin
          next_stage = 2;
          alu_src_a =0;
          alu_src_b =1;
          alu_pc = 1; 
          pc_write=1; 
          pc_source =0;
        end
        3'b010 : begin
             next_stage = 5;
             alu_src_a = 1;
             alu_src_b = 0;
        end
        3'b101 : begin
             next_stage =0;
             reg_write =1;
             pc_source =0;
        end 
        default: begin
    end
      endcase
    end
    else if(opcode == 7'b0010011) begin 
      case(curr_stage) 
        3'b000 : begin
          next_stage = 1;
          mem_read =1;
          irwrite =1;
        end
        3'b001 : begin
          next_stage = 2;
          alu_src_a =0;
          alu_src_b =1;
          alu_pc = 1;
          pc_write=1; 
          pc_source =0;
        end
        3'b010 : begin
          next_stage = 5;
          alu_src_a = 1;
          alu_src_b = 2;
        end
        3'b101 : begin
          next_stage = 0;
          reg_write = 1;
        end 
        default: begin
        end
      endcase
    end
    else if(opcode == 7'b0000011) begin
      case(curr_stage) 
        3'b000 : begin
             next_stage = 1;
             mem_read =1;
             irwrite =1;
        end
        3'b001 : begin
             next_stage = 2;
             alu_src_a =0;
             alu_src_b =1;
             alu_pc = 1;
             pc_write =1;
             pc_source =0;
        end
        3'b010 : begin
             next_stage = 4;
             alu_src_a = 1;
             alu_src_b = 2;
        end
        3'b100 : begin
             next_stage =5;
             iord =1; 
             mem_read =1;
        end
        3'b101 : begin
             next_stage =0;
             reg_write =1;
             mem_to_reg =1;
        end 
        default: begin
    end
      endcase
    end
    else if(opcode ==7'b0100011) begin
      case(curr_stage) 
        3'b000 : begin
          next_stage = 1;
          mem_read =1;
          irwrite =1;
        end
        3'b001 : begin
          next_stage = 2;
          alu_src_a =0; 
          alu_src_b =1;
          alu_pc = 1;
          pc_write =1;
          pc_source =0;
        end
        3'b010 : begin
          next_stage = 4;
          alu_src_a = 1;
          alu_src_b = 2;
        end
        3'b100 : begin
          next_stage =0;
          iord =1; 
          mem_write =1;
        end
        default: begin
    end
      endcase
    end
    else if(opcode == 7'b1100011) begin
    case(curr_stage)
    3'b000: begin
      mem_read = 1;  
      irwrite =1;
      next_stage = 1;  
    end
    3'b001: begin
      next_stage = 2;  
    end
    3'b010: begin 
      alu_src_a =0;  
      alu_src_b =2;  
      alu_pc = 1;  
      next_stage = 3;  
    end
    3'b011: begin 
      alu_src_a =1;  
      alu_src_b =0;  
      pc_write = 1;   
      pc_branch = 1;  
      next_stage = 0;  
    end
    default: begin
    end
    endcase
  end
  else if(opcode == 7'b1101111) begin
    case(curr_stage)
    3'b000: begin
       mem_read = 1;  
       next_stage = 1;  
       irwrite =1;
    end
    3'b001: begin
       next_stage = 5;  
       alu_src_a =0;
       alu_src_b =1;  
       alu_pc = 1;
    end
    3'b101: begin
       mem_to_reg = 0;
       reg_write = 1;  
       alu_src_a = 0;  
       alu_src_b = 2;  
       pc_source = 0;
       pc_write = 1;  
       next_stage = 0;  
    end
    default: begin
    end
    endcase
  end
  else if(opcode == 7'b1100111) begin
    case(curr_stage)
    3'b000: begin
       mem_read = 1;  
       next_stage = 1;  
       irwrite =1;
    end
    3'b001: begin
       next_stage = 5;  
       alu_src_a =0;
       alu_src_b =1;  
       alu_pc = 1;
    end
    3'b101: begin
       mem_to_reg = 0;
       reg_write = 1;  
       alu_src_a = 1;  
       alu_src_b = 2;  
       pc_source = 0;
       pc_write = 1;  
       next_stage = 0;  
    end
    default: begin
    end
    endcase
  end
  else if(opcode == 7'b1110011) begin  
      is_ecall =1;
      alu_src_a =0;
      alu_src_b =1;  
      alu_pc = 1;
      pc_source = 0;
      pc_write=1;
      mem_read =1;
      irwrite =1;
      next_stage =1;
  end
  else begin
    mem_read =1;
    irwrite =1;
    next_stage =1;
  end
  end
  always @(posedge clk) begin
    curr_stage <= next_stage;
  end
endmodule
==> run.sh <==
#!/bin/bash
# OpenROAD 26Q1-2900-gdf79404cd8, Yosys 0.63+post, stock flow scripts
make -C /OpenROAD-flow-scripts/flow DESIGN_CONFIG=/design/flow/config.mk WORK_HOME=/design/flow/orfs finish
==> config.mk <==
export PLATFORM = sky130hd
export DESIGN_NAME = control_unit
export DESIGN_NICKNAME = control_unit
export VERILOG_FILES = /design/flow/design.v
export SDC_FILE = /design/flow/constraint.sdc
export NUM_CORES = 4
export LEC_CHECK = 1
export CORE_AREA = 10 10 79 79
export DIE_AREA = 0 0 89 89
==> constraint.sdc <==
current_design control_unit

set clk_period 4.1
set clk_io_pct 0.2

create_clock -name clk0 -period $clk_period [get_ports {clk}]

set non_clock_inputs [all_inputs -no_clocks]
set_input_delay [expr $clk_period * $clk_io_pct] -clock clk0 $non_clock_inputs
set_output_delay [expr $clk_period * $clk_io_pct] -clock clk0 [all_outputs]
==> Changelog: implementation <==
### Implementation results

* Number of enable flip-flop cells at 0
* Leading area contributor after synthesis: dfxtp_1
* Max Fclk at 268 MHz
* Slew Limit Fails at 0
* Clock root cell: clkbuf_8
* Largest net degree at the start of global routing at 18
* Hold-fix buffers, CTS at 0
* Crit Path Max Fanout at 8
* Max IR drop VDD at 0.141 mV
* Hold path startpoint: curr_stage[2]$_DFF_P_
* Worst path cell trace: clkdlybuf4s50_1 -> or3_4 -> or4_1 -> nor3_1 -> clkdlybuf4s50_1
* Buf/Inv on CP at 2
* Number of antenna diodes at 0
* Crit path from: opcode[3]
* # DRC at 0
* FFs w/ async S/R, synth at 0%
* Area leader share at 8.91%
* H-tree depth at 1
* Synthesized registers at 6
* Yosys synthesis chip area at 674 um^2
* Type of origin of the critical path: input pin
* Post-synth top cells: 8 x nand2_1, 8 x nand3_1, 6 x o31ai_1
* Outcome: completed
* Post-CTS setup buffers at 0
* IO buf count at 20
* Die Footprint at 7920 um^2
* First-pass GRT wire length at 3720 um
* Unrepaired setup endpoints after global routing: false
* Slowest stage cell, crit path: clkdlybuf4s50_1
* Io pins at 22
* Pwr Density at 160 nW/um^2
* Post-DP HPWL at 1740 um
* Synth Area per Inst at 7.10 um^2
* Max clock buf depth at 2
* Largest stage delay, worst path at 580 ps
* Placed Instances at 164
* Average wire per standard cell at 13.4 um
* Worst Setup End Kind: primary output
* Post-CTS Resized at 0
* Final WL at 2250 um
* Top_reg_cell synth: dlxtn_1
* Total GRT Usage at 5.70%
* Synth warn at 1
* Log Warnings at 25
* Top cells by area: dfxtp_1 8.9%, o31ai_1 6.7%, dlxtn_1 6.7%
* Critical path class: input pin to primary output
* Post-layout period usage at 91.2%
* Final Hold Violation Tally at 0
* Final core utilization at 20.8%
* Area of the mapped netlist at 674 um^2
* Initial antenna violation count at 0
* Fin crit period at 3740 ps
* Register pins left without a clock at 3
* Static Leak at 0.000351 uW
* Capture point of the worst path: mem_to_reg
* Endpoints failing setup at 0
* Finished Layout Cells at 168
* Final ANT Viol Nets at 0
* Die Wd at 89 um
* Setup_tns at 0 ps
* Post-Synthesis Cells at 95
* Fill count at 507
* Grt total ovfl at 0
* Worst slew pin tran at 559 ps
* Worst-path clk slew at 30 ps
* Critical Path RT at 3280 ps
* Routability cong. at 0.831
* Num CTS Buffers at 3
* Max Cap Viol at 0
* Yosys cell count at 95
* Vias in the first global route at 746
* Starting Density at 14.5%
* Endpoints left unconstrained at 6
* Drt via density at 4.79
* Synth-to-layout area growth at 43.6%
* Chip height at 89 um
* Pre-antenna DRT Iters at 4
* Critical path depth at 5
* Iteration-0 DRC Markers at 81
* Slew margin rel. at 62.7%
* Unique masters post-synth at 43
* Worst path arrival time at 2920 ps
* CORE AREA at 4660 um^2
* # rows at 25
* Hold Crit Class: flop to primary output
* Vias at 804
* Clock tree from TritonCTS: built
* Critical path's top delay family: buffers and inverters
* Ratio of cells with drive above 1 in the final layout at 12.3%
* CP dominant cell by count: clkdlybuf4s50_1
## cells by family (layout without fill, tap and decap cells)
group,count (synthesis),in the layout,share of synthesized area [%]
AND/OR/NAND/NOR,48,48,45.3
buffers and inverters,12,31,8.35
other,1,1,0.556
flip-flops,3,3,8.91
latches,3,3,6.68
AND-OR/OR-AND,28,28,30.2
## worst min-delay path, cell delays in order, from the launching register on
cell,delay [ps]
dfxtp_1,470
nand2_1,130
nor4_1,50
clkdlybuf4s50_1,410
## report_power, final
| part | total, uW | internal, uW | switching, uW |
|---|---|---|---|
| clock network | 85.9 | 66.3 | 19.6 |
| logic | 37.9 | 18.2 | 19.7 |
| registers | 30.7 | 30.2 | 0.505 |
## cell type report
type                    count  area (um^2)  share of cell area, %
clock buffers               4         45.0                   4.65
well taps                  54         67.6                   6.98
inverters                   4         15.0                   1.55
flip-flops and latches      6          105                   10.9
repair buffers             23          223                   23.0
multi-input cells          77          513                   53.0
## metal layers
layer  share of wire (%)  track usage (%)
met1                  44             8.19
met3                  10             1.56
met2                  46             8.58
met5                   0                0
met4                   0            0.578
## registers in the layout (all words and copies together) (netlist names)
signal      count
next_stage      3
curr_stage      3
## cells in the final DEF, fill, tap and decap left out, drive strengths merged, types with 4 or more instances in the layout
master / instances
o21ai: 5
nand3: 8
nor3: 5
inv: 4
a31oi: 4
clkbuf: 4
a21oi: 4
nand2: 8
o31ai: 6
clkdlybuf4s50: 20
## how the worst min path moves through the flow
stage / to / slack (ps) / depth (start not counted)
after CTS: mem_write / 2100 / 3
after global routing: mem_write / 2200 / 3
final: mem_write / 2090 / 3
## stage by stage
step	power, uW	hold WS (ps)	setup slack [ps]	cell area [um^2]
after floorplan	50.8	1280	1510	674
after global placement	69.2	1870	360	923
after detailed placement	68.8	1870	364	923
after CTS	157	2100	362	968
after global routing	165	2200	244	968
final	155	2090	363	968
No activity file was given, so power comes from the tool's default toggle rates.
